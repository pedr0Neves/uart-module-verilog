===== flow/config.mk =====
export PLATFORM = sky130hd
export DESIGN_NAME = fifo
export DESIGN_NICKNAME = fifo
export VERILOG_FILES = /design/flow/design.v
export SDC_FILE = /design/flow/constraint.sdc
export NUM_CORES = 4
export LEC_CHECK = 1
export CORE_AREA = 10 10 106 106
export DIE_AREA = 0 0 116 116

===== flow/constraint.sdc =====
current_design fifo

set clk_period 1.9
set clk_io_pct 0.2

create_clock -name clk0 -period $clk_period [get_ports {clk}]

set non_clock_inputs [all_inputs -no_clocks]
set_input_delay [expr $clk_period * $clk_io_pct] -clock clk0 $non_clock_inputs
set_output_delay [expr $clk_period * $clk_io_pct] -clock clk0 [all_outputs]

===== flow/design.v =====
`timescale 1ns / 10ps
module counter_reg #(parameter D_BIT = 8)
(   input wire clk, rst, en, en_count,
    input wire [D_BIT-1:0] d,
    output wire [D_BIT-1:0] q);
    wire [D_BIT-1:0] d_in;
    assign d_in = (en_count) ? d + 1 : d;
    register register(.clk(clk), .rst(rst), .en(en), .d(d_in), .q(q));
endmodule
`timescale 1ns / 10ps
module d_ff
(   input wire clk, rst,
    input wire d,
    output reg q);
    always @(posedge clk, posedge rst) begin
        q <= d;
        if(rst) begin
            q <= 1'b0;
        end
    end
endmodule
`timescale 1ns / 10ps
module fifo #(parameter D_BIT = 8)
(   input wire clk, rst,
    input wire wr, rd,
    input wire [D_BIT-1:0] w_data,
    output wire full, empty,
    output wire [D_BIT-1:0] r_data);
    wire full_next, full_reg;
    wire empty_next, empty_reg;
    wire [D_BIT-1:0] write_next, write_reg;
    wire [D_BIT-1:0] read_next, read_reg;
    wire [D_BIT-1:0] count_rd, count_wr;
    wire w_en, r_en, wr_en;
    wire wr_eq, rd_eq;
    assign wr_eq = (write_reg == count_rd);
    assign rd_eq = (read_reg == count_wr);
    fifo_fsm fsm(.wr(wr), .rd(rd), .full(full_reg), .empty(empty_reg), .r_eq(rd_eq), .w_eq(wr_eq), .full_next(full_next), .empty_next(empty_next), .w_en(w_en), .r_en(r_en), .wr_en(wr_en));
    register_file reg_file(.clk(clk), .rst(rst), .wr_en(wr_en), .w_addr(count_wr), .r_addr(count_rd), .w_data(w_data), .r_data(r_data));
    register reg_wr(.clk(clk), .rst(rst), .en(w_en), .d(write_next), .q(write_reg));
    counter_reg counter_wr(.clk(clk), .rst(rst), .en(w_en), .en_count(w_en), .d(write_reg), .q(count_wr));
    register reg_rd(.clk(clk), .rst(rst), .en(r_en), .d(read_next), .q(read_reg));
    counter_reg counter_rd(.clk(clk), .rst(rst), .en(r_en), .en_count(r_en), .d(read_reg), .q(count_rd));
    d_ff full_flag(.clk(clk), .rst(rst), .d(full_next), .q(full_reg));
    d_ff empty_flag(.clk(clk), .rst(rst), .d(empty_next), .q(empty_reg));
    assign full = full_reg;
    assign empty = empty_reg;
endmodule
`timescale 1ns / 1ps
module fifo_fsm
(   input wire wr, rd,
    input wire full, empty,
    input wire r_eq, w_eq,
    output reg full_next, empty_next,
    output reg w_en, r_en, wr_en);
    always @* begin
        r_en = 1'b0;
        w_en = 1'b0;
        wr_en = 1'b0;
        full_next = full;
        empty_next = empty;
        case({wr, rd})
            2'b01:
                begin
                    if(~empty)
                        begin
                            r_en = 1'b1;
                            full_next = 1'b0;
                            if(r_eq)
                                empty_next = 1'b1;
                        end
                end
            2'b10:
                begin
                    if(~full)
                        begin
                            w_en = 1'b1;
                            empty_next = 1'b0;
                            wr_en = 1'b1;
                            if(w_eq)
                                full_next = 1'b1;
                        end
                end
            2'b11:
                begin
                    r_en = 1'b1;
                    w_en = 1'b1;
                    wr_en = 1'b1;
                    if(full)
                        begin
                            full_next = 1'b0;
                        end
                    if(empty)
                        begin
                            empty_next = 1'b0;
                        end
                end
        endcase
    end
endmodule
`timescale 1ns / 10ps
module register #(parameter D_BIT = 8)
(   input wire clk, rst, en,
    input wire [D_BIT-1:0] d,
    output wire [D_BIT-1:0] q);
    wire [D_BIT-1:0] d_in;
    assign  d_in = (en) ? d : q;
    genvar i;
    generate
        for(i = 0; i < D_BIT; i = i + 1) begin
            d_ff ff(.clk(clk), .rst(rst), .d(d_in[i]), .q(q[i]));
        end
    endgenerate
endmodule
`timescale 1ns / 10ps
module register_file
#(parameter D_BIT = 8,
            W = 3)
(   input wire clk, rst,
    input wire wr_en,
    input wire [W-1:0] w_addr, r_addr,
    input wire [D_BIT-1:0] w_data,
    output wire [D_BIT-1:0] r_data);
    wire [D_BIT-1:0] array_reg [2**W-1:0];
    genvar i;
    generate
        for(i = 0; i < 2**W; i = i+1) begin : reg_file_lop
            register reg_inst(.clk(clk), .rst(rst), .en(wr_en & (w_addr == i)), .d(w_data), .q(array_reg[i]));
        end
    endgenerate
    assign r_data = array_reg[r_addr];
endmodule

===== flow/run.sh =====
#!/bin/bash
# OpenROAD 26Q1-2900-gdf79404cd8, Yosys 0.63+post, stock flow scripts
make -C /OpenROAD-flow-scripts/flow DESIGN_CONFIG=/design/flow/config.mk WORK_HOME=/design/flow/orfs finish

==> flow_metrics.py <==
# Flow results
metrics = {
    "clocking": {
        "ctsLongestPathBuffers": 2,
        "cts_buffers": 3,
        "cts.sinks": 20,
        "cts_tree": "yes",
        "cts_root_buf": "clkbuf_8",
        "clkLatencyLatePin_ns": 0.26,
        "htreeDepth": 1,
        "clkSlewWorstSetupHoldPaths_ns": 0.07,
        "cts_hold_buf": 0,
    },
    "sta": {
        "finalHoldViolCount": 0,
        "min_period_ns": 1.82,
        "setup_viol": 0,
        "rsz0062_at_grt": "false",
        "layout_setup_ws_ns": 0.0799,
        "fmax_mhz": 549,
        "setup_tns_ns": 0,
        "maxSlewViolCount": 0,
        "worst_slew_pin_slew_ns": 0.245,
        "fin_skew_ns": 0.00764,
        "period_used_pct": 95.8,
        "slew_headroom_pct": 83.7,
    },
    "setup_path": {
        "cp.arrival_ns": 1.44,
        "crit_chain": "buf_6 -> buf_4 -> mux2_2 -> dlygate4sd2_1",
        "cp.required_ns": 1.52,
        "crit_family": "buffers and inverters",
        "cp_slowest_cell": "dfrtp_2",
        "rr_startpoint": "full_flag.q",
        "crit_fanout": 5,
        "path_buffers": 3,
        "rrSetupSlack_ns": 0.59,
        "critPathMaxStageDelay_ns": 0.42,
        "cp-start-kind": "flop",
        "critical_path_class": "flop to primary output",
        "crit_path_end_kind": "primary output",
        "reg2regPathDepth": 4,
    },
    "final_layout": {
        "fillers": 977,
        "finalNonFillerCells": 199,
        "mostFrequentLayoutCell": "dfrtp_1",
        "syn_to_final_growth_pct": 50.5,
        "layout_top_cells": "19 x dfrtp_1, 16 x mux2_4, 13 x clkdlybuf4s50_1",
        "drive_gt1_share_pct": 44.0,
    },
    "power": {
        "p_switching_uw": 207,
        "clkPwrFrac_pct": 39.7,
        "pwr-share-seq_pct": 45.7,
        "power_mw": 1.07,
        "combPwrFrac_pct": 14.6,
        "p_leak_nw": 0.637,
        "peakVddDrop_mv": 0.415,
        "intPower_uw": 860,
        "power.density_mw_per_mm2": 747,
        "switching_share_pct": 19.4,
    },
    "die": {
        "io_pins": 22,
        "die_x_um": 116,
        "fp-row-count": 34,
        "coreArea_mm2": 0.00885,
        "die-area_mm2": 0.0135,
        "die_h_um": 116,
        "initCoreUtil_pct": 10.7,
    },
    "flow_run": {
        "drv_cap": 0,
        "warning_count": 26,
    },
    "synthesis": {
        "yosys-stat-cells": 60,
        "yosysChipArea_um2": 948,
        "area_leaders": "dfrtp_1 53%, mux2_4 25%, mux2_2 9.5%",
        "yosysTopAreaCell": "dfrtp_1",
        "yosys.area.top_type_share_pct": 52.8,
        "ys_seq_share_pct": 52.8,
        "yosysWarnings": 21,
        "synth_cell_types": 16,
        "avgSynthCellArea_um2": 15.8,
        "ys_ff": 20,
        "netlist_instances": 60,
        "syn_area_um2": 948,
    },
    "placement": {
        "port_buffers": 21,
        "dp_cells": 189,
        "gp_congestion": 0.714,
        "hpwl_mm": 1.65,
        "post-place-ws_ns": 0.0946,
    },
    "grt": {
        "grt_max_degree": 19,
        "grt_pass1_wl_mm": 3.52,
        "antenna_found_initial": 0,
        "grt_usage_pct": 3.38,
        "grt_pass1_vias": 607,
        "grt.overflow.total": 0,
    },
    "detailed_routing": {
        "ant_nets": 0,
        "drt_iter0_markers": 12,
        "avgRoutedWirePerCell_um": 11.2,
        "route.detailed.drc": 0,
        "firstDrtPassIters": 2,
        "via_per_inst": 2.77,
        "drt-total-wl_mm": 2.24,
        "num_vias": 551,
        "diodes": 0,
    },
    "worst_hold_path": {
        "hold_class": "input pin to asynchronous set/reset pin",
    },
    "run_status": {
        "status": "complete, no violations",
    },
}
-- cell usage after synthesis --
master and n:
dfrtp_1 20, mux2_2 8, mux2_4 16, o21ai_0 1
nand2_1 1, and3_4 1, inv_1 2, nand2b_4 1
nor2_1 1, nor3b_1 1, and3b_1 1, nand2b_1 2
buf_2 1, a21o_1 1, buf_6 2, a22o_1 1
-- how the worst max path moves through the flow --
stage | from | to | cells after the start
global route | counter_rd.register.genblk1[0].ff.q | r_data[6] | 4
CTS | counter_rd.register.genblk1[0].ff.q | r_data[5] | 3
finish | counter_rd.register.genblk1[0].ff.q | r_data[6] | 4
-- flip-flops by register name (all words and copies together) (netlist names) --
register and flops:
full_flag.q 1, counter_rd.register.genblk1.ff.q 1, empty_flag.q 1, reg_file.reg_file_lop.reg_inst.genblk1.ff.q 16, counter_wr.register.genblk1.ff.q 1
-- per-layer routing --
metal | routed length (um) | track usage [%] | vias up
met1 | 1200 | 5.23 | 263
met4 | 0 | 0.167 | 0
met2 | 874 | 4.44 | 19
met3 | 163 | 1.41 | 0
li1 | - | - | 269
met5 | 0 | 0 | -
-- cell type report --
type                    instances  area [um2]  area share [%]
clock buffers                   3        41.3            2.89
clock inverters                 1        30.0            2.10
inverters                       2        7.51           0.526
multi-input cells              35         413            28.9
flip-flops and latches         20         502            35.1
well taps                     108         135            9.47
repair buffers                 30         299            20.9
-- power by group through the flow --
stage	Clock [mW]	Sequential (mW)	Combinational (mW)
after CTS	0.441	0.487	0.164
after global routing	0.457	0.494	0.171
final	0.423	0.487	0.156
-- kinds of logic after synthesis --
kind of cell    synth area share [%]
simple gates                    6.46
buf+inv                         3.69
flops                           52.8
mux                             34.8
compound gates                  2.24
-- worst reg2reg max path, delay by kind of cell, from the launching register on --
kind / cells / cell delay [ns]
flip-flops: 1 / 0.44
AND/OR/NAND/NOR: 2 / 0.31
multiplexers: 1 / 0.30
buffers and inverters: 1 / 0.15
-- stage by stage --
stage | area, um2 | utilization (%) | hold WS (ns)
after floorplan | 948 | - | 0.344
after global placement | 1300 | 14.7 | 0.489
after detailed placement | 1300 | 14.7 | 0.489
after CTS | 1410 | 16.0 | 0.280
after global routing | 1430 | 16.1 | 0.285
final | 1430 | 16.1 | 0.285
-- what timing repair did --
action / in CTS / in global routing
hold endpoints to repair: 0 / 0
resized: 10 / 3
setup buffers: 5 / 1
setup endpoints to repair: 8 / 3
Power figures rest on the tool's default switching activity, not on a simulated workload.
