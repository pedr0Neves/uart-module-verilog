<file path="/design/flow/design.v">
`timescale 1ns / 10ps
module d_ff
(   input wire clk, rst,
    input wire d,
    output reg q);
    always @(posedge clk, posedge rst) begin
        q <= d;
        if(rst) begin
            q <= 1'b0;
        end
    end
endmodule
`timescale 1ns / 10ps
module register #(parameter D_BIT = 8)
(   input wire clk, rst, en,
    input wire [D_BIT-1:0] d,
    output wire [D_BIT-1:0] q);
    wire [D_BIT-1:0] d_in;
    assign  d_in = (en) ? d : q;
    genvar i;
    generate
        for(i = 0; i < D_BIT; i = i + 1) begin
            d_ff ff(.clk(clk), .rst(rst), .d(d_in[i]), .q(q[i]));
        end
    endgenerate
endmodule
`timescale 1ns / 10ps
module shift_reg  #(parameter D_BIT = 8)
(   input wire clk, rst, en,
    input wire [1:0] ctrl,
    input wire d,
    input wire [D_BIT-1:0] d_reg,
    output wire [D_BIT-1:0] q);
    reg [D_BIT-1:0] d_in;
    always @* begin
        case(ctrl)
            2'b00: d_in = d_reg;                 
            2'b01: d_in = {d, q[D_BIT-1:1]};     
            2'b10: d_in = {q[D_BIT-2:0], d};     
            default: d_in = q;                    
        endcase
    end
    register register(.clk(clk), .rst(rst), .en(en), .d(d_in), .q(q));
endmodule
</file>
<file path="/design/flow/run.sh">
#!/bin/bash
# OpenROAD 26Q1-2900-gdf79404cd8, Yosys 0.63+post, stock flow scripts
make -C /OpenROAD-flow-scripts/flow DESIGN_CONFIG=/design/flow/config.mk WORK_HOME=/design/flow/orfs finish
</file>
<file path="/design/flow/config.mk">
export PLATFORM = sky130hd
export DESIGN_NAME = shift_reg
export DESIGN_NICKNAME = shift_reg
export VERILOG_FILES = /design/flow/design.v
export SDC_FILE = /design/flow/constraint.sdc
export NUM_CORES = 4
export LEC_CHECK = 1
export CORE_AREA = 10 10 70 70
export DIE_AREA = 0 0 80 80
</file>
<file path="/design/flow/constraint.sdc">
current_design shift_reg

set clk_period 1.5
set clk_io_pct 0.2

create_clock -name clk0 -period $clk_period [get_ports {clk}]

set non_clock_inputs [all_inputs -no_clocks]
set_input_delay [expr $clk_period * $clk_io_pct] -clock clk0 $non_clock_inputs
set_output_delay [expr $clk_period * $clk_io_pct] -clock clk0 [all_outputs]
</file>
==> flow_summary_export.csv <==
group,metric,value,unit
detailed_routing,num_vias,472,
worst_setup_path,crit_path_max_fanout,4,
synthesis,synthDominantCellAreaShare,34.71,%
floorplanning,chip_area,0.006400,mm2
power,p_clk_share,23.4,%
detailed_routing,remaining_drc_errors,0,
synthesis,synth_area,576.8,um2
grt,via_count_of_the_first_global_routing_pass,469,
worst_setup_path,crit_type,"register to output pin",
timing,finalClockPeriodUsage,95.89,%
timing,setup_tns,0,ps
timing,finalHoldViolCount,0,
detailed_routing,ant_nets,0,
worst_setup_path,timing.critical_path.slowest_stage_cell,"sky130_fd_sc_hd__clkdlybuf4s50_1",
synthesis,synth.yosys.seq_area_share,34.71,%
synthesis,postSynth.topFlopCell,"sky130_fd_sc_hd__dfrtp_1",
clock_tree,cts-htree-levels,1,
timing,layout_min_cycle_time,1438,ps
detailed_routing,insertedDiodeCount,0,
clock_tree,tritoncts_num_sinks,8,
worst_setup_path,critPathBufInv,1,
synthesis,ranking_of_synthesized_cells_by_area,"sky130_fd_sc_hd__dfrtp_1 35%, sky130_fd_sc_hd__a221oi_1 12%, sky130_fd_sc_hd__buf_4 12%",
synthesis,yosys_warnings,2,
placement,placement.setup.worst_slack,-309.5,ps
floorplanning,floorplanUtilization,16.89,%
worst_setup_path,cp-start-kind,"register",
finish,nFillCells,391,
synthesis,yosysUniqueCellTypes,12,
finish,layout_top_registers,"register.genblk1.ff.q (8)",
worst_hold_path,worstHoldPathType,"primary input to async pin",
power,p_leak,0.3396,nW
timing,fin_worst_hold_slack,305.6,ps
synthesis,asyncSetResetFlopFracSynth,100.0,%
job,max-cap-violations,0,
floorplanning,placeableCoreArea,0.003416,mm2
grt,grt_remaining_overflow,0,
timing,finalClockSkew,5.908,ps
detailed_routing,routed_via_density,3.966,
synthesis,synth.ff_latch_count,8,
detailed_routing,detail_route.iter0.violations,42,
grt,global_route_wire_length_before_repair,2235,um
finish,registers.top_by_ff_count,"register.genblk1.ff.q",
synthesis,post_synth_inst_count,60,
power,cellInternalPower,0.0004948,W
timing,max_freq,695.2,MHz
power,peak_supply_drop,0.3339,mV
power,p_comb_share,33.4,%
clock_tree,ctsRootBufferMaster,"sky130_fd_sc_hd__clkbuf_4",
power,p_sw_share,26.99,%
synthesis,synth_area_leader_cell,"sky130_fd_sc_hd__dfrtp_1",
worst_setup_path,crit_required,1200,ps
clock_tree,insertion_delay,250,ps
grt,antenna_found_initial,0,
clock_tree,path_clk_slew,50,ps
worst_setup_path,endpoint_kind,"output pin",
detailed_routing,wl_per_cell,12.15,um
worst_setup_path,critical_path.max_stage_delay,490,ps
timing,finalMaxSlewViolations,0,
detailed_routing,dr.pass1.iters,5,
worst_setup_path,cp_num_cells,1,
synthesis,synth.yosys.num_cells,60,
floorplanning,die.size.x,80,um
floorplanning,pin_count,22,
placement,place.gp.congestion,0.7934,
floorplanning,die_height,80,um
finish,drive_above_1_share,12.33,%
synthesis,post-synth-top-count-cell,"sky130_fd_sc_hd__buf_4",
synthesis,synth-edff-count,0,
job,stage_log_warnings,28,
placement,portBuffers,21,
worst_setup_path,critical_path_arrival,1140,ps
worst_setup_path,r2r_cells,3,
synthesis,synth.yosys.chip_area,576.8,um2
finish,area.growth.synth_to_final,39.48,%
clock_tree,cts-root-to-sink-buffers,2,
timing,tightestPinTransition,321.9,ps
grt,gr-usage-all-layers,4.423,%
status,outcome,"completed",
timing,setup_violations,0,
detailed_routing,totalWireLength,1446,um
timing,unrepaired_setup_endpoints_after_global_routing,"true",
power,power.sequential.fraction,43.1,%
finish,flip_flop_count_of_the_largest_register_all_copies_and_words_added,8,
clock_tree,cts_buffers,3,
timing,max_slew_margin,78.52,%
floorplanning,row_count,21,
clock_tree,clock_tree_from_tritoncts,"yes",
worst_setup_path,crit_chain,"clkdlybuf4s50_1",
power,cellPowerDensity,842.3,mW/mm2
worst_setup_path,cp_top_family,"buffers and inverters",
grt,pin_count_of_the_biggest_net_entering_global_routing,17,
synthesis,synth_area_per_cell,9.613,um2
timing,postLayoutSetupSlackWorst,61.66,ps
finish,layout.core_utilization,23.55,%
power,power.switching,0.0001829,W
cell type report:
type,instances,area [um2],area share (%)
tap,46,57.56,7.154
multi-input combinational,36,282.8,35.15
sequential,8,200.2,24.88
clock buffer,3,22.52,2.799
timing repair buffer,23,230.2,28.62
inverter,3,11.26,1.400
path summary, 6_finish.rpt:
check	start	to	slack [ps]
setup / recovery	register.genblk1[5].ff.q	q[5]	60
hold / removal	rst	register.genblk1[0].ff.q	310
setup reg to reg	register.genblk1[6].ff.q	register.genblk1[7].ff.q	470
hold reg to reg	register.genblk1[0].ff.q	register.genblk1[0].ff.q	510
max in group asynchronous	rst	register.genblk1[3].ff.q	950
min in group clk0	register.genblk1[0].ff.q	register.genblk1[0].ff.q	510
kinds of logic after synthesis:
| group | synth area share [%] |
|---|---|
| flops | 34.71 |
| simple gates | 16.27 |
| fa+ha+maj | 6.508 |
| compound gates | 22.56 |
| buf+inv | 19.95 |
cells in the final DEF, fill, tap and decap left out:
cell	Yosys	final
sky130_fd_sc_hd__clkdlybuf4s50_1	0	19
sky130_fd_sc_hd__nor2b_1	8	8
sky130_fd_sc_hd__nand2_1	8	8
sky130_fd_sc_hd__o31ai_1	8	8
sky130_fd_sc_hd__dfrtp_1	8	8
sky130_fd_sc_hd__a221oi_1	8	7
sky130_fd_sc_hd__inv_1	3	3
sky130_fd_sc_hd__clkbuf_4	0	3
sky130_fd_sc_hd__dlymetal6s2s_1	0	2
sky130_fd_sc_hd__buf_4	9	2
sky130_fd_sc_hd__nand2b_4	1	1
sky130_fd_sc_hd__a221oi_2	0	1
sky130_fd_sc_hd__ha_4	0	1
sky130_fd_sc_hd__ha_2	0	1
sky130_fd_sc_hd__ha_1	3	1
power by group through the flow:
stage	registers, W	clock network [W]	logic (W)
6_report	0.000292	0.000159	0.000227
4_1_cts	0.000294	0.000163	0.000217
5_1_grt	0.000302	0.000173	0.000252
stage by stage:
step | total power [W] | area [um2] | cells
floorplan | 0.0004303 | 576.8 | 60
global placement | 0.0005062 | 748.2 | 115
detailed placement | 0.0005116 | 748.2 | 115
CTS | 0.0006738 | 773.2 | 118
global route | 0.0007264 | 804.5 | 119
finish | 0.0006776 | 804.5 | 119
routing by layer:
layer / global-route usage (%) / wire (um) / vias up
met1: 6.410 / 687 / 218
met4: 0.1761 / 0 / 0
li1: - / - / 232
met3: 2.273 / 138 / 0
met5: 0 / 0 / -
met2: 5.939 / 620 / 22
repair_timing:
| action | in CTS | in global routing |
|---|---|---|
| hold buffers | 0 | 0 |
| endpoints found under the setup margin | 8 | 8 |
| hold endpoints to repair | 0 | 0 |
| resized | 1 | 5 |
| setup buffers | 0 | 1 |
| cloned | 0 | 0 |
Power and IR drop assume default switching activity.
